`flow/design.v`:
```
`timescale 1ns/10ps
module marquee(
  clk,
  rst,
  indataA,
  indataB,
  outdata
  );
input clk;
input rst;  
input  [2:0] indataA;
input  [2:0] indataB;
output [5:0] outdata;
reg [1:0] counter;
reg [5:0] out;
always@(posedge clk)begin
    if(rst == 1) counter <= 2'b0;
    else counter <= counter + 1;
end
always@(*) begin
    if(counter == 0) out = indataA | indataB;
    else if(counter == 1) out = indataA & indataB;
    else if(counter == 2) out = indataA ^ indataB;
    else if(counter == 3) out = {indataA, indataB};
end
assign outdata = out;
endmodule
```
`flow/run.sh`:
```
#!/bin/bash
# OpenROAD 26Q1-2900-gdf79404cd8, Yosys 0.63+post, stock flow scripts
make -C /OpenROAD-flow-scripts/flow DESIGN_CONFIG=/design/flow/config.mk WORK_HOME=/design/flow/orfs finish
```
`flow/config.mk`:
```
export PLATFORM = sky130hd
export DESIGN_NAME = marquee
export DESIGN_NICKNAME = marquee
export VERILOG_FILES = /design/flow/design.v
export SDC_FILE = /design/flow/constraint.sdc
export NUM_CORES = 4
export LEC_CHECK = 1
export CORE_AREA = 10 10 70 70
export DIE_AREA = 0 0 80 80
```
`flow/constraint.sdc`:
```
current_design marquee

set clk_period 2.0
set clk_io_pct 0.2

create_clock -name clk0 -period $clk_period [get_ports {clk}]

set non_clock_inputs [all_inputs -no_clocks]
set_input_delay [expr $clk_period * $clk_io_pct] -clock clk0 $non_clock_inputs
set_output_delay [expr $clk_period * $clk_io_pct] -clock clk0 [all_outputs]
```
==> ds_physical_params.txt <==
Physical implementation characteristics

Parameter                              Value

Route
  Number of design rule violations left after detail routing    0
  Avg Vias per Cell    2.94
  Average routed wire per standard cell    8.45 microns
  WL final    904 microns
  Detailed-route via count    315
  Iteration-0 DRC Markers    36
  Ant. Diodes    0
  First-pass DRT Iterations    2
  Count of nets left with antenna violations after detail routing    0

Synth
  Yosys stat cell total    45
  Average instance area after synthesis    9.43 sq um
  Synthesized area    424 sq um
  Ys Warns    1
  Post-synthesis chip area from yosys    424 sq um
  Gate count after technology mapping    45
  Netlist cell types    12
  Count of state elements after synthesis    8

Clocking
  Hold buffer count at CTS    0
  TritonCTS Buffers    3
  Clk root buf    sky130_fd_sc_hd__clkbuf_4
  Total of cells resized after clock tree synthesis    0
  H-tree depth    1
  CTS tree    built
  # Post-CTS Setup Buffers    0
  Clock slew at reported path FFs    0.03 ns
  Insertion delay to the later sink of the worst-skew pair    0.22 ns
  Maximum root-to-sink buffer count    2

Setup path
  Maximum fanout along the worst path    3
  Critical register-to-register path endpoint    counter[1]
  FF-to-FF setup slack    1.03 ns
  Startpoint-to-endpoint class of the critical path    reg2reg
  Largest stage delay on the critical path    0.34 ns
  Startpoint type of the worst setup path    flip-flop
  Origin of the critical flop-to-flop path    counter[0]
  Data arrival time of the critical path    1.08 ns
  Slowest cell on the critical path    sky130_fd_sc_hd__dfxtp_1
  Capturing element type of the critical path    flip-flop
  Critical path buffer and inverter count    1
  Critical path's top delay family    flip-flops
  Crit path launch    counter[0]
  Worst Path Required    2.11 ns
  CP Cell Sequence    inv_1 -> ha_1 -> nor2b_1
  Path depth of the worst reg2reg path    3

Floorplanning
  Standard cell core area    3420 sq um
  Number of top-level pins    14
  Overall die area    6400 sq um
  Die span in x    80 microns
  Core Rows    21
  Init Core Util    0.124
  Die extent in y    80 microns

Min path
  Worst hold start    counter[0]
  Worst Hold Endpoint    counter[0]
  Class of the tightest hold or removal check    reg2reg
  Number of instances on the worst hold path    1

Timing
  Peak Freq    1040 MHz
  Period utilisation layout    0.483
  Count of endpoints without a timing constraint    12
  Final critical delay including setup and external delays    0.965 ns
  Worst rel slew slack    0.721
  Number of register pins that no clock reaches    6
  Worst-Margin Slew    0.415 ns
  Final tally of hold violations    0
  Setup repair after global routing missed its margin    false
  Maximum clock skew at final layout    0.00183 ns
  Aggregate negative setup slack    0 ns
  Final tally of setup violations    0
  Number of pins exceeding their max-slew limit in the final report    0

Job
  Reported max-cap violation count    0
  Number of logged tool warnings    31

Global routing
  Pin count of the biggest net entering global routing    9
  Antenna violations before repair    0
  Gr ovfl total    0
  Total global routing track utilization    0.0313
  Global-route wire length before repair    1610 microns
  Number of global-route vias before repair    343

Final layout
  Final core utilization    0.186
  Ratio of cells with drive above 1 in the final layout    0.0656
  Area growth from synthesis to layout    49.6%
  Final-layout fill cell count    392

Power
  P per Cell Area    379 nW/um^2
  Worst IR drop on VDD    0.262 mV
  Leakage dissipation    0.285 nW

Placement
  Routability congestion estimate from global placement    0.733
  Count of input and output buffers    13

Run status
  Result of the run    completed
[metrics by stage]
step	power (mW)	hold slack, ns	setup WS (ns)	cells	instance area (sq um)
after floorplan	0.117	0.415	1.11	45	424
after global placement	0.150	0.426	0.970	104	612
after detailed placement	0.153	0.439	0.965	104	612
after CTS	0.247	0.446	1.03	107	634
after global routing	0.273	0.457	0.973	107	634
final	0.241	0.441	1.03	107	634
[how the worst max path moves through the flow]
stage / end / depth (start not counted) / slack (ns)
after CTS: counter[1] / 3 / 1.03
after global routing: counter[1] / 3 / 0.97
final: counter[1] / 3 / 1.03
[layout make-up]
class | instances | area (sq um) | share of cell area
multi-input cells | 29 | 264 | 0.416
repair buffers | 13 | 130 | 0.205
clock buffers | 3 | 22.5 | 0.0355
flip-flops and latches | 8 | 130 | 0.205
inverters | 8 | 30.0 | 0.0473
well taps | 46 | 57.6 | 0.0907
[cells in the mapped netlist (all sizes together)]
master	number	area (sq um)
ha	10	125
inv	8	30.0
and2	6	37.5
dlxtn	6	90.1
mux2i	3	30.0
nor3b	3	22.5
a211oi	2	15.0
dfxtp	2	40.0
nor2	2	7.51
a221oi	1	15.0
nor2b	1	6.26
nor3	1	5.00
[per-layer routing]
metal  wire (microns)  vias to the layer above  track usage
met5                0                        -            0
met4                0                        0      0.00704
met3               72                        0       0.0148
met2              387                        8       0.0441
met1              444                      127       0.0422
li1                 -                      180            -
[power by group]
| part | internal (mW) | switching [mW] | total, mW |
|---|---|---|---|
| Sequential | 0.0591 | 0.00267 | 0.0618 |
| Clock | 0.0662 | 0.0223 | 0.0885 |
| Combinational | 0.0469 | 0.0434 | 0.0903 |
| Total | 0.172 | 0.0684 | 0.241 |
[sequential cells by signal, summed over array words and instances (netlist names)]
register	flops
out	6
counter	2
[placed cells by master (no fill, tap or decap)]
cell type and count:
sky130_fd_sc_hd__clkdlybuf4s50_1 13, sky130_fd_sc_hd__dfxtp_1 2, sky130_fd_sc_hd__ha_1 10, sky130_fd_sc_hd__and2_1 6, sky130_fd_sc_hd__clkbuf_4 3, sky130_fd_sc_hd__a211oi_1 2, sky130_fd_sc_hd__nor3b_1 3, sky130_fd_sc_hd__dlxtn_1 6
sky130_fd_sc_hd__a221oi_2 1, sky130_fd_sc_hd__nor2_1 2, sky130_fd_sc_hd__inv_1 8, sky130_fd_sc_hd__nor2b_1 1, sky130_fd_sc_hd__mux2i_1 3, sky130_fd_sc_hd__nor3_1 1
[kinds of logic (layout without fill, tap and decap cells)]
group | count (synthesis) | in the layout | share of synthesized area
latches | 6 | 6 | 0.212
flops | 2 | 2 | 0.0944
mux | 3 | 3 | 0.0708
buf+inv | 8 | 24 | 0.0708
fa+ha+maj | 10 | 10 | 0.295
simple gates | 13 | 13 | 0.186
compound gates | 3 | 3 | 0.0708
Power is estimated from default activity; no workload was simulated.
