--- run.sh ---
#!/bin/bash
# OpenROAD 26Q1-2900-gdf79404cd8, Yosys 0.63+post, stock flow scripts
make -C /OpenROAD-flow-scripts/flow DESIGN_CONFIG=/design/flow/config.mk WORK_HOME=/design/flow/orfs finish
--- config.mk ---
export PLATFORM = sky130hd
export DESIGN_NAME = forwarding_unit
export DESIGN_NICKNAME = forwarding_unit
export VERILOG_FILES = /design/flow/design.v
export SDC_FILE = /design/flow/constraint.sdc
export NUM_CORES = 4
export LEC_CHECK = 1
export CORE_AREA = 10 10 70 70
export DIE_AREA = 0 0 80 80
--- constraint.sdc ---
current_design forwarding_unit

set clk_period 2.3
set clk_io_pct 0.2

create_clock -name clk0 -period $clk_period

set non_clock_inputs [all_inputs -no_clocks]
set_input_delay [expr $clk_period * $clk_io_pct] -clock clk0 $non_clock_inputs
set_output_delay [expr $clk_period * $clk_io_pct] -clock clk0 [all_outputs]
--- design.v ---
module forwarding_unit(
               clk_i,
               rst_i,
               ID_EX_RS_i,
               ID_EX_RT_i,
               EX_MEM_RD_i,
               EX_MEM_reg_write_i,
               MEM_WB_RD_i,
               MEM_WB_reg_write_i,
               forwardA_o,
               forwardB_o
               );
input           clk_i;
input           rst_i;   
input  [5-1:0]  ID_EX_RS_i;
input  [5-1:0]  ID_EX_RT_i;
input  [5-1:0]  EX_MEM_RD_i;
input           EX_MEM_reg_write_i;
input  [5-1:0]  MEM_WB_RD_i;
input           MEM_WB_reg_write_i;
output  [2-1:0]  forwardA_o;
output  [2-1:0]  forwardB_o;
reg     [2-1:0] forwardA_o;
reg     [2-1:0] forwardB_o;
always@ ( * ) begin
    forwardA_o = 2'b00;
    forwardB_o = 2'b00;
    if ( EX_MEM_reg_write_i && ( EX_MEM_RD_i != 5'b0000 ) && ( EX_MEM_RD_i == ID_EX_RS_i ) ) begin
    forwardA_o = 2'b10;
    end 
    if ( EX_MEM_reg_write_i && ( EX_MEM_RD_i != 5'b0000 ) && ( EX_MEM_RD_i == ID_EX_RT_i ) ) begin
    forwardB_o = 2'b10;
    end
    if ( MEM_WB_reg_write_i && ( MEM_WB_RD_i != 5'b0000 ) && ( MEM_WB_RD_i == ID_EX_RS_i ) ) begin
    forwardA_o = 2'b01;
    end
    if ( MEM_WB_reg_write_i && ( MEM_WB_RD_i != 5'b0000 ) && ( MEM_WB_RD_i == ID_EX_RT_i ) ) begin
    forwardB_o = 2'b01;
    end
end
endmodule      
==> impl_metrics.json <==
{
  "grt_pass1_wl_mm": 2.30,
  "synth_top_area_share_pct": 54.4,
  "total_power_w": 0.000120,
  "rows": 21,
  "clockPowerShare_pct": 0,
  "drt_iter0_markers": 2,
  "drive_gt1_share_pct": 42.5,
  "die_y_um": 80,
  "fin_util_pct": 21.7,
  "netlist_logic_family_top": "XOR/XNOR gates",
  "max_cap_violations": 0,
  "drtPass1Iterations": 4,
  "yosys-top-cells-area": "xnor2_1 (54%), xor2_1 (14%), nor4_1 (9.7%), or4_1 (5.8%), nand4_1 (4.9%)",
  "grt_usage_pct": 4.44,
  "crit_start": "EX_MEM_RD_i[1]",
  "setup_viol": 0,
  "netlist_instances": 34,
  "most_common_cell": "xnor2_1",
  "endpoint": "forwardB_o[1]",
  "period_minus_slack_ns": 2.23,
  "fp.dieW_um": 80,
  "largest_area_cell": "xnor2_1",
  "status": "finished, final reports clean",
  "drc": 0,
  "end_kind": "primary output",
  "fin_ws_ns": 0.0742,
  "rsz0062_at_grt": "true",
  "p_comb_share_pct": 100.0,
  "cp.required_ns": 1.84,
  "netSwitchingPower_w": 0.0000503,
  "io_buffers": 26,
  "ant_nets": 0,
  "antenna_found_initial": 1,
  "avgSynthCellArea_um2": 7.58,
  "slew_violations": 0,
  "clkbuf_count": 0,
  "final_cells": 120,
  "crit_path_max_fanout": 2,
  "pre_cts_slack_ns": -0.691,
  "crit_arrival_ns": 1.77,
  "dp_cells": 119,
  "drt_wl_total_mm": 1.38,
  "start_kind": "primary input",
  "gp_congestion": 0.828,
  "ys_cells": 34,
  "timing.final.crit_share_pct": 96.8,
  "wl_per_cell_um": 11.5,
  "grt_max_degree": 4,
  "ys_sh_adder_pct": 0,
  "synth.distinct_cells": 9,
  "power_leakage_nw": 0.298,
  "grt_pass1_vias": 446,
  "seq_cell_count": 0,
  "ys_sh_mux_pct": 0,
  "aoi_share_pct": 3.40,
  "p_int_w": 0.0000697,
  "slew_headroom_pct": 83.2,
  "via_count": 390,
  "ys_seq_share_pct": 0,
  "regArea_um2": 0,
  "ioPinCount": 28,
  "xor_share_pct": 68.0,
  "yosys_warnings": 1,
  "core_area_um2": 3420,
  "grt_overflow_total": 0,
  "simple_gate_area_share_pct": 28.6,
  "power_frac_seq_pct": 0,
  "synthTopCellsByCount": "xnor2_1 (16), nor4_1 (4), xor2_1 (4)",
  "min_path_type": "primary input to primary output",
  "tool_warnings": 35,
  "hold_viol": 0,
  "areaGrowthSynthToFinish_pct": 188,
  "tightest_slew_ns": 0.250,
  "netSwitchingFraction_pct": 41.9,
  "max_freq_mhz": 449,
  "fp_util_pct": 7.55,
  "chipArea_um2": 6400,
  "hpwl_mm": 1.22,
  "worst-setup-path-type": "primary input to primary output",
  "max-vdd-ir-drop_v": 0.0000591,
  "postCtsHoldBufs": 0,
  "vias_per_cell": 3.25,
  "syn_area_um2": 258,
  "ys_chip_area_um2": 258,
  "cellPowerDensity_nw_per_um2": 162
}
## power by group through the flow
stage | logic, W | clock network, W | registers (W)
final | 0.000120 | 0.0000000000581 | 0
after global routing | 0.000130 | 0.0000000000581 | 0
after CTS | 0.000114 | 0 | 0
## cell type report
type	instances	area, um^2
Timing Repair Buffer	39	332
Tap cell	46	57.6
Antenna cell	1	2.50
Multi-Input combinational cell	34	350
Fill cell	375	2670
## placed cells by master, fill, tap and decap left out
master	instances
nand4_1	2
xnor2_1	13
nand3_1	1
nand3_2	1
diode_2	1
buf_6	3
nor4_2	2
buf_4	12
nand2_1	2
dlymetal6s2s_1	1
xnor2_2	3
xor2_1	4
clkdlybuf4s50_1	7
buf_2	4
or4_4	2
dlygate4sd2_1	12
nor4_4	2
nor2_4	1
o21ai_4	1
## critical path, cell delays in order
cell	delay, ns
clkdlybuf4s50_1	0.43
or4_4	0.56
nor2_4	0.14
nor4_2	0.06
buf_2	0.12
## kinds of logic (layout without fill, tap and decap cells)
logic type,Yosys count,count (layout)
other,0,1
AND-OR/OR-AND,1,1
AND/OR/NAND/NOR,13,13
buffers and inverters,0,39
XOR/XNOR,20,20
## how the worst min path moves through the flow
stage,startpoint,to,depth (start not counted),slack [ns]
final,EX_MEM_RD_i[3],forwardB_o[1],5,1.43
after global routing,EX_MEM_RD_i[3],forwardB_o[1],5,1.50
after CTS,ID_EX_RT_i[2],forwardB_o[1],5,1.45
## per-layer routing
metal,part of all wire (%),global-route usage [%],vias up,wire (um)
met1,60,7.72,161,826
met5,0,0,-,0
met4,0,0,0,0
met2,20,3.69,26,280
li1,-,-,203,-
met3,20,3.30,0,277
## through the flow
stage	TNS, ns	hold WS, ns	cell area [um^2]
3_5_place_dp	-2.21	1.92	673
4_1_cts	0	1.45	707
3_3_place_gp	-2.11	1.92	673
5_1_grt	-0.0105	1.50	742
6_report	0	1.43	742
2_1_floorplan	0	0.993	258
## repair_timing
item	CTS	global route
setup endpoints to repair	4	1
resized	45	9
buffers inserted	0	0
pin swaps	8	5
Power and IR drop assume default switching activity.
