`flow/config.mk`:
```
export PLATFORM = sky130hd
export DESIGN_NAME = Data_Memory
export DESIGN_NICKNAME = Data_Memory
export VERILOG_FILES = /design/flow/design.v
export SDC_FILE = /design/flow/constraint.sdc
export NUM_CORES = 4
export LEC_CHECK = 1
export CORE_UTILIZATION = 30
```
`flow/run.sh`:
```
#!/bin/bash
# OpenROAD 26Q1-2900-gdf79404cd8, Yosys 0.63+post, stock flow scripts
make -C /OpenROAD-flow-scripts/flow DESIGN_CONFIG=/design/flow/config.mk WORK_HOME=/design/flow/orfs finish
```
`flow/constraint.sdc`:
```
current_design Data_Memory

set clk_period 37.1
set clk_io_pct 0.2

create_clock -name clk0 -period $clk_period [get_ports {clk_i}]

set non_clock_inputs [all_inputs -no_clocks]
set_input_delay [expr $clk_period * $clk_io_pct] -clock clk0 $non_clock_inputs
set_output_delay [expr $clk_period * $clk_io_pct] -clock clk0 [all_outputs]
```
`flow/design.v`:
```
`timescale 1ns / 1ps
module Data_Memory(
    clk_i,
    addr_i,
    data_i,
    MemRead_i,
    MemWrite_i,
    data_o
);
input           clk_i;
input   [31:0]  addr_i;
input   [31:0]  data_i;
input           MemRead_i;
input           MemWrite_i;
output  [31:0]  data_o;
reg     [31:0]  data_o;
reg     [7:0]   Mem     [0:127];  
wire    [31:0]  memory  [0:31];
assign  memory[0] = {Mem[3], Mem[2], Mem[1], Mem[0]};
assign  memory[1] = {Mem[7], Mem[6], Mem[5], Mem[4]};
assign  memory[2] = {Mem[11], Mem[10], Mem[9], Mem[8]};
assign  memory[3] = {Mem[15], Mem[14], Mem[13], Mem[12]};
assign  memory[4] = {Mem[19], Mem[18], Mem[17], Mem[16]};
assign  memory[5] = {Mem[23], Mem[22], Mem[21], Mem[20]};
assign  memory[6] = {Mem[27], Mem[26], Mem[25], Mem[24]};
assign  memory[7] = {Mem[31], Mem[30], Mem[29], Mem[28]};
assign  memory[8] = {Mem[35], Mem[34], Mem[33], Mem[32]};
assign  memory[9] = {Mem[39], Mem[38], Mem[37], Mem[36]};
assign  memory[10] = {Mem[43], Mem[42], Mem[41], Mem[40]};
assign  memory[11] = {Mem[47], Mem[46], Mem[45], Mem[44]};
assign  memory[12] = {Mem[51], Mem[50], Mem[49], Mem[48]};
assign  memory[13] = {Mem[55], Mem[54], Mem[53], Mem[52]};
assign  memory[14] = {Mem[59], Mem[58], Mem[57], Mem[56]};
assign  memory[15] = {Mem[63], Mem[62], Mem[61], Mem[60]};
assign  memory[16] = {Mem[67], Mem[66], Mem[65], Mem[64]};
assign  memory[17] = {Mem[71], Mem[70], Mem[69], Mem[68]};
assign  memory[18] = {Mem[75], Mem[74], Mem[73], Mem[72]};
assign  memory[19] = {Mem[79], Mem[78], Mem[77], Mem[76]};
assign  memory[20] = {Mem[83], Mem[82], Mem[81], Mem[80]};
assign  memory[21] = {Mem[87], Mem[86], Mem[85], Mem[84]};
assign  memory[22] = {Mem[91], Mem[90], Mem[89], Mem[88]};
assign  memory[23] = {Mem[95], Mem[94], Mem[93], Mem[92]};
assign  memory[24] = {Mem[99], Mem[98], Mem[97], Mem[96]};
assign  memory[25] = {Mem[103], Mem[102], Mem[101], Mem[100]};
assign  memory[26] = {Mem[107], Mem[106], Mem[105], Mem[104]};
assign  memory[27] = {Mem[111], Mem[110], Mem[109], Mem[108]};
assign  memory[28] = {Mem[115], Mem[114], Mem[113], Mem[112]};
assign  memory[29] = {Mem[119], Mem[118], Mem[117], Mem[116]};
assign  memory[30] = {Mem[123], Mem[122], Mem[121], Mem[120]};
assign  memory[31] = {Mem[127], Mem[126], Mem[125], Mem[124]};
always@(posedge clk_i)
begin
    if(MemWrite_i)
    begin
        Mem[addr_i+3] <= data_i[31:24];
        Mem[addr_i+2] <= data_i[23:16];
        Mem[addr_i+1] <= data_i[15:8];
        Mem[addr_i]   <= data_i[7:0];
    end
end
always@(addr_i or MemRead_i)
begin
    if(MemRead_i)
        data_o = {Mem[addr_i + 3], Mem[addr_i + 2], Mem[addr_i + 1], Mem[addr_i]};
    else
        data_o = 32'b0;
end
endmodule
```
==> results.toml <==
# flow metrics
[timing]
rsz_0062_raised_after_global_routing = "false"
finalMaxSlewViolations = 0
finalSetupTns_ns = 0
hold_viol_final = 0
transition_time_of_the_tightest_slew_check_pin_ns = 1.20
setup_viol_count_final = 0
post-route-min-period_ns = 21.64
worst_slew_margin_rel_pct = 17.5
final_min_period_over_clock_period_pct = 58.3
worst_hold_slack_ns = 7.06
clock.fmax_ghz = 0.0462

[placement]
place.detailed.hpwl_mm = 495
gp_routability_congestion = 1.09
numPortBuffers = 73

[critical_path]
timing.critical_path.max_delay_family = "simple AND/OR/NAND/NOR gates"
crit_path_max_incr_delay_ns = 0.98
cp-start-kind = "input pin"
critical_path.n_buffers_inverters = 5
path_class = "in -> out"
worstPathRequired_ns = 29.68
library_cell_contributing_the_largest_single_delay_on_the_critical_path = "nand4_1"
arrival_ns = 14.22
worstSetupEndpointType = "output pin"
critical_path.cell_chain = "buf_8 -> buf_4 -> nand4_1 -> buf_4 -> or3_2 -> buf_4 -> a2111oi_4 -> nand4_1 -> nand4_1 -> nor3_1 -> a41oi_1 -> clkdlybuf4s50_1"
timing.critical_path.fanout_max = 22

[worst_hold_path]
hp-class = "in -> reg"
holdPathEnd = "Mem[39][2]$_DFFE_PP_"
hold_start = "data_i[2]"
holdPathStages = 2

[yosys]
ys_cells = 9878
postSynth.asyncResetShare_pct = 0
enable_flop_cells = 1024
gate_count_post_synth = 9878
topCellsByArea = "edfxtp_1 (30%), mux4_2 (21%), mux2i_1 (12%)"
synth.distinct_cells = 82
synth-area-yosys_um2 = 102000
synth_area_um2 = 102000
synth.top_cell.area_share_pct = 30.1
synthesis.yosys.warnings = 1
total_of_flip_flops_plus_latches_after_synthesis = 1024
synthDominantAreaCellType = "edfxtp_1"
synth_top_flop_cell = "edfxtp_1"
postSynthSeqShare_pct = 30.1
post_synth.cell_area_avg_um2 = 10.3

[run_status]
status = "finished clean"

[global_routing]
wire_length_of_the_first_global_routing_pass_mm = 906
overflow = 0
first_global_vias = 91700
antenna_found_initial = 136
grt_start_max_net_pins = 106
track_usage_pct = 41.9

[die]
ioPinCount = 99
chip_area_um2 = 343000
initial_utilization_pct = 30.3
chipHeight_um = 586
floorplan.core_area_um2 = 338000
die-width_um = 586
floorplan.rows = 213

[clock_network]
cts.root.buffer_cell = "clkbuf_16"
postCtsSetupRepairBufs = 0
clock_tree_sinks = 1024
clkSlewWorstSetupHoldPaths_ns = 0.06
hold_buffers = 0
cts_h_tree_depth = 4
tritoncts_buffer_count = 145
cts_resized = 0
clk_path_buf_depth = 4
tritoncts = "built"

[layout]
syn2layout_area_growth_pct = 12.6
top_regs = "Mem (1024)"
post_route_cells_drive_above_1_share_pct = 27.3
fillCellCount = 33700
post-route-util_pct = 34.1
layout.cells.most_common = "nand2_1"
registers.top_by_ff_count = "Mem"
largest_register_ff_count = 1024
layout.cells.most_common_list = "nand2_1 (1,347), mux2i_1 (1,228), edfxtp_1 (1,024)"

[job]
maxCapViolations = 0
warnings = 70

[power]
power_density_over_the_cells_nw_per_um2 = 34.7
leakage_nw = 40.7
worst_vdd_rail_ir_drop_mv = 0.0357

[detailed_routing]
drt-pass1-iter-count = 14
detailroute.via_count = 97400
postRouteAntennaNets = 0
wirelength_mm = 693
drt-wirelength-per-cell_um = 48.2
via_per_inst = 6.77
drt_drc_violations_left = 0
drt_iter0_markers = 11900
[logic make-up (layout without fill, tap and decap cells)]
kind of cell	Yosys count	after routing	synth area share (%)
buffers and inverters	1191	1069	4.84
and+or+nand+nor	2786	2786	12.0
DFF	1024	1024	30.1
muxes	2670	2670	38.3
other	0	121	0
adders and majority gates	7	7	0.0857
xor gates and xnor gates	20	20	0.208
AOI/OAI and AO/OA	2180	2180	14.4
[layer usage]
layer / vias to the layer above / track usage [%] / wire length [µm]
met5: - / 6.88 / 2900
met4: 123 / 28.9 / 61200
met3: 2073 / 28.4 / 116000
met2: 8298 / 55.6 / 281000
met1: 48700 / 47.8 / 232000
li1: 38200 / - / -
[power breakdown]
group	leakage [nW]	switching, W	internal [W]
clock	2.22	0.000617	0.000816
combinational	29.2	0.000851	0.000370
sequential	9.22	0.0000309	0.00130
total	40.7	0.00150	0.00249
[per-stage QoR]
stage	setup WS, ns	cells	total power (W)	instance area [µm²]
global placement	15.79	14000	0.00251	110000
CTS	15.79	14300	0.00392	115000
floorplan	18.34	9878	0.00190	102000
detailed placement	15.82	14000	0.00251	110000
global route	15.33	14300	0.00401	115000
finish	15.46	14400	0.00399	115000
[cells in the mapped netlist, drive strengths merged (6+ instances only)]
cell type	instances
nor2	895
xor2	10
o221ai	22
nor4	47
nand2b	6
and3	22
a2111oi	31
or4	11
a22o	14
o211ai	84
a32oi	86
nor2b	13
nand2	1375
ha	7
a311oi	6
buf	390
edfxtp	1024
mux2	495
xnor2	10
a31oi	59
a211oi	438
a22oi	75
o32ai	6
nand3b	26
a221oi	19
o21ai	492
a21oi	287
inv	8
nand3	197
a21o	416
clkbuf	792
mux4	944
o22ai	38
mux2i	1231
or3	41
nor3	44
a211o	10
and2	30
a41oi	6
o2111ai	56
nand4	70
[final cells by class]
class	count	area, µm²	share of cell area (%)
diodes	121	303	0.263
clock buffers	186	3870	3.36
clock inverters	73	724	0.630
inverters	9	46.3	0.0402
multi-input cells	7663	67300	58.5
flip-flops and latches	1024	30700	26.7
well taps	4515	5650	4.91
repair buffers	801	6410	5.57
[how the worst max path moves through the flow]
stage | from | end | depth (start not counted)
4_1_cts | addr_i[0] | data_o[9] | 13
5_1_grt | addr_i[0] | data_o[9] | 13
6_report | addr_i[2] | data_o[15] | 12
Power and IR drop assume default switching activity.
